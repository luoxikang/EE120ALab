## ./config.mk

```make
export PLATFORM = sky130hd
export DESIGN_NAME = MOdule
export DESIGN_NICKNAME = MOdule
export VERILOG_FILES = /design/flow/design.v
export SDC_FILE = /design/flow/constraint.sdc
export NUM_CORES = 4
export LEC_CHECK = 1
export CORE_AREA = 10 10 70 70
export DIE_AREA = 0 0 80 80
```

## ./run.sh

```bash
#!/bin/bash
# OpenROAD 26Q1-2900-gdf79404cd8, Yosys 0.63+post, stock flow scripts
make -C /OpenROAD-flow-scripts/flow DESIGN_CONFIG=/design/flow/config.mk WORK_HOME=/design/flow/orfs finish
```

## ./constraint.sdc

```tcl
current_design MOdule

set clk_period 2.0
set clk_io_pct 0.2

create_clock -name clk0 -period $clk_period

set non_clock_inputs [all_inputs -no_clocks]
set_input_delay [expr $clk_period * $clk_io_pct] -clock clk0 $non_clock_inputs
set_output_delay [expr $clk_period * $clk_io_pct] -clock clk0 [all_outputs]
```

## ./design.v

```verilog
`timescale 1ns / 1ps
module MOdule(
	input wire sw0,
	input wire sw1,
	input wire sw2,
	input wire sw3,
	output reg aaa,
	output reg bbb,
	output reg ccc,
	output reg ddd,
	output reg eee,
	output reg fff,
	output reg ggg,
	output reg an0,
	output reg an1,
	output reg an2,
	output reg an3
    );
wire[3:0] bundle;
assign bundle = {sw3, sw2, sw1, sw0};
always @(*) begin
	an0 = 1'b1;
	an1 = 1'b1;
	an2 = 1'b1;
	an3 = 1'b0;
	aaa = 1'b1;
	bbb = 1'b1;
	ccc = 1'b1;
	ddd = 1'b1;
	eee = 1'b1;
	fff = 1'b1;
	ggg = 1'b1;
	case(bundle)
		4'b0000: begin  
			aaa = 1'b0;
			bbb = 1'b0;
			ccc = 1'b0;
			ddd = 1'b0;
			eee = 1'b0;
			fff = 1'b0;
			ggg = 1'b1;
		end
		4'b0001: begin  
			aaa = 1'b1;
			bbb = 1'b1;
			ccc = 1'b0;
			ddd = 1'b0;
			eee = 1'b1;
			fff = 1'b1;
			ggg = 1'b1;
		end
		4'b0010: begin  
			aaa = 1'b1;
			bbb = 1'b0;
			ccc = 1'b0;
			ddd = 1'b1;
			eee = 1'b0;
			fff = 1'b0;
			ggg = 1'b0;
		end
		4'b0011: begin  
			aaa = 1'b1;
			bbb = 1'b0;
			ccc = 1'b0;
			ddd = 1'b0;
			eee = 1'b0;
			fff = 1'b1;
			ggg = 1'b0;
		end
	4'b0100: begin  
			aaa = 1'b0;
			bbb = 1'b1;
			ccc = 1'b0;
			ddd = 1'b0;
			eee = 1'b1;
			fff = 1'b1;
			ggg = 1'b0;
		end
	4'b0101: begin  
			aaa = 1'b0;
			bbb = 1'b0;
			ccc = 1'b1;
			ddd = 1'b0;
			eee = 1'b0;
			fff = 1'b1;
			ggg = 1'b0;
		end
	4'b0110: begin  
				aaa = 1'b0;
				bbb = 1'b0;
				ccc = 1'b1;
				ddd = 1'b0;
				eee = 1'b0;
				fff = 1'b0;
				ggg = 1'b0;
			end
	4'b0111: begin  
			aaa = 1'b1;
			bbb = 1'b0;
			ccc = 1'b0;
			ddd = 1'b0;
			eee = 1'b1;
			fff = 1'b1;
			ggg = 1'b1;
		end
		4'b1000: begin  
			aaa = 1'b0;
			bbb = 1'b0;
			ccc = 1'b0;
			ddd = 1'b0;
			eee = 1'b0;
			fff = 1'b0;
			ggg = 1'b0;
		end
		4'b1001: begin  
			aaa = 1'b0;
			bbb = 1'b0;
			ccc = 1'b0;
			ddd = 1'b0;
			eee = 1'b1;
			fff = 1'b1;
			ggg = 1'b0;
		end
		endcase
		end
endmodule
```

==> run notes <==
yosys + openroad results -> outcome finished, final reports clean, Util after Layout around 16%, Tool Warnings 36, Tmin final 1.940 ns, Core Footprint 3416 um2, Max Fanout on Critical Path 3, Required @ worst endpoint 1.60 ns, vias in the first global route 270, Pre-Place Util 8.169%, Synth Area per Inst between 6 and 7 um2, ys cells 40, number of diodes 0, remaining antenna violation count 0, share of layout cells above drive strength 1 roughly 48%, Residual DRC 0, hold slack final 1.383 ns, crit path launch type input port, Routed WL 851 um, Leak 0.0002403 uW, Final Slew Violations 0, PortBufs 11, clock buf count 0, placed cells 100, Wirelength per Cell 8.343 um, Synth warnings 1, Die Height roughly 80 um, Seq share, synth 0%, Hold Path Class in2out, storage element area 0 um2, fmax 515.6 MHz, HPWL reported at the end of detailed placement 631.8 um, first-pass GRT wire length 1359 um, synth unique cells 16, DIE WIDTH 80 um, Hold Fails Final Rpt 0, via count 299, Worst setup EP type primary output, largest net degree at the start of global routing 9, routed vias/inst 2.931, GRT Residual Overflow 0, IO Pins 15, Dominant cell area share 22.42%, seq_cells 0, initial antenna violation count 0, Finish-stage setup viols 0, PwrDens 182.4 nW/um2, initial drt markers 15, Rows 21, top post-synthesis cells by area ha_1 22%, o21ai_2 16%, buf_4 11%, area grow syn2layout 91.48%, Tot GR Track Use 2.540%, Worst Path Arrival 1.54 ns, VDD IR max 0.02930 mV, area leader, netlist ha_1, Cell Area, Synth roughly 280 um2, crit share post-route 96.98%, DRT Pass-1 Iters 4, synthesis area per yosys between 200 and 300 um2, Die ar. 6400 um2, Max Cap Viol 0, setup TNS 0 ns, Cell Count, Final, Fillers Out 102, Mapped Cells roughly 40, RePlAce Congestion 0.7716, WS Path Type in2out
[area by class of cell]
cell class	instances	area, um2
Fill cell	385	2882
Inverter	3	11.26
Multi-Input combinational cell	33	245.2
Tap cell	46	57.56
Timing Repair Buffer	20	220.2
[report_power, final]
group / internal (uW) / switching (uW) / total, uW / leakage, uW
Clock: 0 / 0 / 0 / 0
Sequential: 0 / 0 / 0 / 0
Combinational: 59.9 / 37.5 / 97.5 / 0.000240
Total: 59.9 / 37.5 / 97.5 / 0.000240
[per-layer routing]
layer / track usage [%] / routed length (um) / share of wire (%)
met5: 0 / 0 / 0
met4: 0 / 0 / 0
met3: 0.3409 / 93 / 11
met2: 4.093 / 368 / 43
met1: 3.691 / 389 / 46
[critical path, stage by stage]
cell and delay, ns:
clkdlybuf4s15_2 0.20, inv_2 0.07, ha_2 0.19, nand2b_2 0.06
a21oi_2 0.15, nor2_1 0.06, clkdlybuf4s50_1 0.40
[cell families after synthesis]
group                    after synthesis  share of synthesized area (%)
AND-OR/OR-AND                         13                          30.04
AND/OR/NAND/NOR                       11                          24.21
buffers and inverters                  9                          20.63
adder cells (fa/ha/maj)                5                          22.42
other                                  2                          2.692
[synth_stat cells]
master,n
buf_4,4
nand2_1,1
nor2_1,4
buf_6,1
conb_1,2
a21oi_1,3
o21ai_0,1
nand2b_2,2
o21ai_2,5
nand2_2,1
inv_1,3
nand2b_1,2
ha_1,5
nor3b_2,1
buf_2,1
o21ai_1,4
[placed cells by master (no fill, tap or decap), types with 2 or more instances in the layout]
| master | synthesis | layout |
|---|---|---|
| a21oi_1 | 3 | 2 |
| buf_4 | 4 | 4 |
| buf_6 | 1 | 3 |
| clkdlybuf4s15_2 | 0 | 2 |
| clkdlybuf4s50_1 | 0 | 2 |
| conb_1 | 2 | 4 |
| dlygate4sd2_1 | 0 | 5 |
| ha_1 | 5 | 3 |
| ha_2 | 0 | 2 |
| inv_2 | 0 | 2 |
| nand2b_2 | 2 | 2 |
| nor2_1 | 4 | 4 |
| o21ai_1 | 4 | 4 |
| o21ai_2 | 5 | 5 |
[final timing paths]
kind	end	from	slack [ns]	depth (start not counted)
worst max-delay path	aaa	sw1	0.06	7
worst min-delay path	ggg	sw3	1.38	6
[timing repair]
action,in CTS,in global routing
resized,21,4
gates cloned,1,0
buffers inserted,0,1
pin swaps,5,2
hold buffers,0,0
endpoints found under the setup margin,7,3
[stage by stage]
stage	cell area, um2	power [uW]	setup slack, ns
final	534.3	97.46	0.06044
after global routing	534.3	108.4	-0.002746
after CTS	513.0	96.14	0.007940
after detailed placement	473.0	90.59	-0.3397
after global placement	473.0	91.57	-0.3576
after floorplan	286.5	41.46	0.6622
Power is estimated from default activity; no workload was simulated.
